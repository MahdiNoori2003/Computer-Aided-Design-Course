## /design/flow/config.mk

```make
export PLATFORM = sky130hd
export DESIGN_NAME = F_Mul
export DESIGN_NICKNAME = F_Mul
export VERILOG_FILES = /design/flow/design.v
export SDC_FILE = /design/flow/constraint.sdc
export NUM_CORES = 4
export LEC_CHECK = 1
export CORE_UTILIZATION = 50
```

## /design/flow/design.v

```verilog
module F_Mul (input [31:0]A,
              input [31:0]B,
              output reg  [31:0] result);
    reg [23:0] mantissa_A,mantissa_B;
    reg [22:0] mantissa;
    reg [47:0] mantissa_temp;
    reg [7:0] exponent_A,exponent_B,exponent_temp,exponent;
    reg sign_A,sign_B;
    reg [6:0] exp_adjust;
    always@(*)
        begin
            mantissa_A = {1'b1,A[22:0]};
            exponent_A = A[30:23];
            sign_A = A[31];
            mantissa_B = {1'b1,B[22:0]};
            exponent_B = B[30:23];
            sign_B = B[31];
            exponent_temp = exponent_A+exponent_B-127;
            mantissa_temp = mantissa_A*mantissa_B;
            mantissa = mantissa_temp[47] ? mantissa_temp[46:24] : mantissa_temp[45:23];
            exponent = mantissa_temp[47] ? exponent_temp+1'b1 : exponent_temp;
            result = (A == 32'b0 || B == 32'b0) ? 0 : {sign_A^sign_B,exponent,mantissa};
    end
endmodule
```

## /design/flow/constraint.sdc

```tcl
current_design F_Mul

set clk_period 22.5
set clk_io_pct 0.2

create_clock -name clk0 -period $clk_period

set non_clock_inputs [all_inputs -no_clocks]
set_input_delay [expr $clk_period * $clk_io_pct] -clock clk0 $non_clock_inputs
set_output_delay [expr $clk_period * $clk_io_pct] -clock clk0 [all_outputs]
```

## /design/flow/run.sh

```bash
#!/bin/bash
# OpenROAD 26Q1-2900-gdf79404cd8, Yosys 0.63+post, stock flow scripts
make -C /OpenROAD-flow-scripts/flow DESIGN_CONFIG=/design/flow/config.mk WORK_HOME=/design/flow/orfs finish
```

==> results.tsv <==
stage	metric	value	unit
layout	signed area change from the synthesized netlist to the final layout	8.11	%
synth	yosys simple share	17.4	%
grt	vias in the first global route	16000	
critical_path	Stages on worst setup path	29	
grt	antenna violations before repair	0	
synth	cell area after synthesis	0.0194	mm²
placement	number of buffers inserted by port buffering	96	
synth	chip area from the yosys synthesis statistics	0.0194	mm²
power	leak pwr	10.9	nW
cts	post-CTS setup repair buffer count	0	
critical_path	required time of the critical path	18.00	ns
critical_path	Top cell by count, worst path	sky130_fd_sc_hd__fa_1	
run_status	status	finished, final reports clean	
drt	detailed-routing iteration count for the pre-antenna-repair pass	5	
floorplanning	total I/O pin count	96	
power	peak ir drop on the vdd network	0.000500	V
final_timing	relative slew slack	39.4	%
power	fraction of power spent switching nets	53.7	%
critical_path	largest incremental delay on the critical path	1.06	ns
synth	main logic family after synthesis	adder cells	
grt	first-pass GRT wire length	88.2	mm
drt	number of remaining DRC errors	0	
min_path	Hold WC Path Type	input port to output port	
drt	total number of vias	14600	
critical_path	arrival time at the worst endpoint	13.57	ns
power	Internal	3.70	mW
synth	multiplexer share of the synthesized area	0.728	%
grt	aggregate global-route resource usage	32.1	%
final_timing	Total Negative Setup Slacks	0	ns
floorplanning	width of the die	199	µm
synth	dominant cell by count in the synthesized netlist	sky130_fd_sc_hd__inv_1	
placement	final weighted congestion in routability-driven placement	0.926	
power	Cell Pwr Density	380	mW/mm²
final_timing	Worst-Margin Slew	0.906	ns
grt	global route overflow	0	
drt	iteration-0 DRC count of the detailed router	515	
drt	post-DR vias/cell	5.23	
critical_path	gate family responsible for the most delay along the worst path	adder cells	
floorplanning	area of the chip	0.0396	mm²
synth	adder-cell share of the synthesized area	61.5	%
final_timing	Tmin final	18.07	ns
layout	FFs & Latches	0	
floorplanning	core area	0.0379	mm²
final_timing	endpoints failing hold	0	
final_timing	setup-violating endpoint count in the final report	0	
job	max-cap viol count	0	
layout	area of all sequential standard cells	0	µm²
grt	maximum number of pins on one net before global-route repair	43	
drt	total wire length	54.3	mm
synth	AND-OR/OR-AND Cells, Area Fraction	4.85	%
layout	fill cell instance count of the final layout	3485	
floorplanning	floorplan-stage core utilization	51.2	%
floorplanning	FP Rows	71	
layout	fin util	55.3	%
critical_path	kind of end point of the critical path	output port	
final_timing	f_max	55.3	MHz
synth	number of distinct library cells after synthesis	65	
cts	number of resized instances in the post-cts repair step	0	
placement	sum of net half-perimeters after detailed placement	41.0	mm
synth	top area contributor share	49.7	%
final_timing	setup repair after global routing missed its margin	no	
cts	total of hold buffers inserted after clock tree synthesis	0	
critical_path	CP Max Fanout	42	
final_timing	Final Max Slew Viols	0	
min_path	count of cells along the worst hold path	4	
layout	total of clock buffers placed in the layout	0	
synth	Main area contributors	sky130_fd_sc_hd__fa_1 50%, sky130_fd_sc_hd__ha_1 12%, sky130_fd_sc_hd__inv_1 12%, sky130_fd_sc_hd__and2_1 7.7%, sky130_fd_sc_hd__nand2_1 5.5%	
drt	number of nets with antenna violations after detailed routing	0	
drt	routed wirelength normalized by instance count	19.4	µm
critical_path	crit path launch type	input port	
final_timing	tightest hold margin	10.04	ns
synth	synthesized area per cell	8.64	µm²
synth	top cell type by total area after synthesis	sky130_fd_sc_hd__fa_1	
critical_path	worst path buffer plus inverter count	10	
synth	share of the synthesized netlist area taken by xor and xnor gates	1.80	%
synth	number of warnings printed during yosys synthesis	1	
power	power dissipated by switching net loads	4.28	mW
job	OpenROAD warning count	33	
layout	share of cells above drive strength 1	2.84	%
final_timing	final critical-path share of the clock period	80.3	%
synth	cell count after synthesis	2246	
critical_path	type of the worst setup path	input port to output port	
floorplanning	height of the chip	199	µm
synth	share of the yosys chip area belonging to registers	0	%
synth	total cells reported by yosys after synthesis	2246	
synth	most frequent cells after synthesis	601 x sky130_fd_sc_hd__inv_1, 482 x sky130_fd_sc_hd__fa_1, 282 x sky130_fd_sc_hd__nand2_1	
critical_path	Slowest-stage cell, CP	sky130_fd_sc_hd__clkdlybuf4s50_1	
layout make-up:
class | count | area [µm²] | share of cell area [%]
Inverter | 603 | 2260 | 10.8
Tap cell | 511 | 639 | 3.05
Antenna cell | 1 | 2.50 | 0.0119
Timing Repair Buffer | 143 | 1310 | 6.26
Multi-Input combinational cell | 1539 | 16800 | 79.9
power by group through the flow:
stage	combinational, mW	sequential [mW]	clock [mW]
after CTS	8.08	0	0
after global routing	8.91	0	0
placed cells by master (no fill, tap or decap), types with 9 or more instances in the layout:
master                            Yosys  layout
sky130_fd_sc_hd__mux2i_1             13      13
sky130_fd_sc_hd__inv_1              601     601
sky130_fd_sc_hd__nor2_1              70      70
sky130_fd_sc_hd__ha_1               183     183
sky130_fd_sc_hd__xor2_1              13      13
sky130_fd_sc_hd__clkdlybuf4s50_1      0      96
sky130_fd_sc_hd__a21oi_1             46      46
sky130_fd_sc_hd__a211oi_1             9       9
sky130_fd_sc_hd__nor3_1              11      11
sky130_fd_sc_hd__nand4_1             13      13
sky130_fd_sc_hd__fa_1               482     482
sky130_fd_sc_hd__o21ai_0             23      23
sky130_fd_sc_hd__nand2_1            282     282
sky130_fd_sc_hd__a21o_1              14      14
sky130_fd_sc_hd__nand3_1             16      16
sky130_fd_sc_hd__nor4_1              16      16
sky130_fd_sc_hd__xnor2_1             27      26
sky130_fd_sc_hd__and2_1             238     238
sky130_fd_sc_hd__buf_4                0      47
routing by layer:
metal | global-route usage, % | share of wire (%) | wire length [µm] | up-vias
met1 | 42.1 | 37 | 20100 | 7304
met3 | 14.2 | 11 | 6020 | 104
met4 | 8.86 | 3.5 | 1890 | 0
li1 | - | - | - | 6640
met5 | 0 | 0 | 0 | -
met2 | 50.2 | 48 | 26300 | 594
final timing paths:
path	start	endpoint	slack, ns
max	B[8]	result[30]	4.43
min	B[31]	result[31]	10.04
kinds of logic after synthesis:
family,Yosys count
buf+inv,707
simple gates,682
fa+ha+maj,665
compound gates,138
xor+xnor,40
mux,14
through the flow:
stage | std cells | worst slack, ns | cell area, µm² | total power, mW
2_1_floorplan | 2246 | 6.97 | 19400 | 5.01
3_3_place_gp | 2796 | 4.58 | 21000 | 8.02
3_5_place_dp | 2796 | 4.50 | 21000 | 8.03
4_1_cts | 2796 | 4.46 | 21000 | 8.08
5_1_grt | 2796 | 3.88 | 21000 | 8.91
6_report | 2797 | 4.43 | 21000 | 7.98
No activity file was given, so power comes from the tool's default toggle rates.
