==> flow/run.sh <==
#!/bin/bash
# OpenROAD 26Q1-2900-gdf79404cd8, Yosys 0.63+post, stock flow scripts
make -C /OpenROAD-flow-scripts/flow DESIGN_CONFIG=/design/flow/config.mk WORK_HOME=/design/flow/orfs finish
==> flow/design.v <==
module Mux_4(input [31:0] data0,
            input [31:0] data1,
            input [31:0] data2,
            input [31:0] data3,
            input [1:0] select,
            output reg [31:0] out);
always @(*)
begin
  case (select)
    2'b00: out = data0;
    2'b01: out = data1;
    2'b10: out = data2;
    2'b11: out = data3;
    default: out = 32'bx;
  endcase
end
endmodule
==> flow/config.mk <==
export PLATFORM = sky130hd
export DESIGN_NAME = Mux_4
export DESIGN_NICKNAME = Mux_4
export VERILOG_FILES = /design/flow/design.v
export SDC_FILE = /design/flow/constraint.sdc
export NUM_CORES = 4
export LEC_CHECK = 1
export CORE_AREA = 10 10 84 84
export DIE_AREA = 0 0 94 94
==> flow/constraint.sdc <==
current_design Mux_4

set clk_period 1.1
set clk_io_pct 0.2

create_clock -name clk0 -period $clk_period

set non_clock_inputs [all_inputs -no_clocks]
set_input_delay [expr $clk_period * $clk_io_pct] -clock clk0 $non_clock_inputs
set_output_delay [expr $clk_period * $clk_io_pct] -clock clk0 [all_outputs]
==> impl_metrics.json <==
{
  "cp-end-kind": "output pin",
  "fmax_mhz": 714,
  "regArea_um2": 0,
  "dp_cells": 267,
  "max_cap_violations": 0,
  "ys_chip_area_um2": 815,
  "syn_inst": 39,
  "irDropWorstVdd_v": 0.000162,
  "grt_util_all_layers": 0.146,
  "drive_gt1_frac": 0.418,
  "instances_no_fill": 280,
  "top_cell_area_share": 0.829,
  "place_ws_ns": -0.869,
  "port_buffers": 162,
  "die_h_um": 94,
  "synth_area_um2": 815,
  "fp_util": 0.156,
  "crit_top_cell": "buf_12",
  "setup_ws_ns": -0.301,
  "drc": 0,
  "violations": "setup timing",
  "layout_top_cells": "dlygate4sd2_1 (120), buf_2 (36), mux4_2 (32)",
  "rows": 26,
  "ys_warn_count": 1,
  "synth_top_cell_by_area": "mux4_2",
  "worstPathRequired_ns": 0.88,
  "worstPathMaxFanout": 5,
  "warnings": 35,
  "start_kind": "input pin",
  "io_pins": 162,
  "grt_pass1_vias": 1466,
  "cp.arrival_ns": 1.18,
  "hold_buffers": 0,
  "critPathTopFamily": "multiplexers",
  "layout_top_cell": "dlygate4sd2_1",
  "routed_via_density": 4.33,
  "worst-path-stages": 5,
  "slowest_delay_ns": 0.50,
  "status": "complete, but fails checks",
  "core_area_um2": 5200,
  "grt_pass1_wl_um": 9430,
  "fin_crit_sh": 1.27,
  "finalSetupViolCount": 32,
  "rsz0062_at_grt": "yes",
  "dieArea_um2": 8840,
  "grt_max_degree": 11,
  "yosys-top-cells-area": "mux4_2 (83%), buf_12 (7.4%), mux4_1 (6.5%)",
  "avgSynthCellArea_um2": 20.9,
  "hold_viol": 0,
  "slew_violations": 0,
  "p_leak_nw": 1.15,
  "crit_buf_inv": 4,
  "tightest_slew_ns": 0.110,
  "finalSetupTns_ns": -7.74,
  "seq_cells": 0,
  "worstSetupPathType": "in -> out",
  "ys_seq_frac": 0,
  "first_pass_iters": 3,
  "syn_to_final_growth_pct": 193,
  "overflow": 0,
  "place_hpwl_um": 5690,
  "ys_types": 5,
  "clkbuf_count": 0,
  "relSlewSlack": 0.927,
  "antenna_found_initial": 2,
  "cp_cell_sequence": "buf_12 > buf_12 > buf_12 > mux4_2 > buf_2",
  "wirelength_um": 6710,
  "ys_cells": 39,
  "min_period_ns": 1.40,
  "drt_iter0_markers": 24,
  "slowest_stage": "mux4_2",
  "whs_path_depth": 3,
  "wire_per_inst_um": 24.0,
  "via_count": 1212,
  "gp_congestion": 0.810,
  "hold_class": "in -> out",
  "ant_nets": 0,
  "die_w_um": 94,
  "powerDensity_nw_per_um2": 342
}
worst paths after layout:
kind	from	end	slack (ns)
setup / recovery	select[0]	out[23]	-0.30
hold / removal	data3[28]	out[28]	0.83
Yosys cell counts:
| library cell | instances |
|---|---|
| buf_12 | 3 |
| buf_2 | 3 |
| buf_6 | 1 |
| mux4_1 | 2 |
| mux4_2 | 30 |
cell families (layout without fill, tap and decap cells):
group / Yosys count / count (layout) / share of synthesized area
buffers and inverters: 7 / 176 / 0.106
muxes: 32 / 32 / 0.894
other: 0 / 2 / 0
per-stage QoR:
| step | hold WS [ns] | power, W | instance area [um^2] | utilization |
|---|---|---|---|---|
| after global placement | 1.32 | 0.000983 | 2480 | 0.476 |
| final | 0.833 | 0.000816 | 2380 | 0.458 |
| after CTS | 0.831 | 0.000839 | 2390 | 0.459 |
| after floorplan | 0.526 | 0.000261 | 823 | - |
| after global routing | 0.852 | 0.000879 | 2380 | 0.457 |
| after detailed placement | 1.33 | 0.000988 | 2480 | 0.476 |
layer usage:
metal	up-vias	track usage	routed length [um]
met5	-	0	0
met4	0	0.00506	21
met3	2	0.0428	493
met2	70	0.268	3760
met1	589	0.173	2440
li1	551	-	-
report_power, final:
group / switching, W / internal [W]
Sequential: 0 / 0
Combinational: 0.000216 / 0.000600
Clock: 0 / 0.000000000243
repair_timing:
action                     CTS  global route
cloned                       5             0
setup buffers                6             1
setup endpoints to repair   32            32
resized                    269             4
layout make-up:
cell class,count,area [um^2]
repair buffers,176,1570
fillers,525,2820
diodes,2,5.00
multi-input cells,32,721
well taps,70,87.6
Power is estimated from default activity; no workload was simulated.
