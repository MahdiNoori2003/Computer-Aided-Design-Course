<file path="flow/design.v">
module controller(input clk,rst, start, cout_filter_write_index, cout_mac_index,cout_buff_write_index, cout_buff_read_index, 
  output reg en_x, en_y, en_z, en_buff,en_buff_read_index, en_filter, en_filter_write_index,en_window, en_mac_index, en_mac, en_buff_write_index, sh_en_buff, sh_en_reg,
  sel_x, sel_y, sel_z, wr_en_memory, done, clr_mac,finalize_shift_reg, 
  output reg [1:0] sel_address_memory
);
   reg en1,en2,en3;
   reg[1:0] count1;
   reg [5:0] count2;
   reg [1:0] count3;
   wire cout1,cout2,cout3;
   parameter [3:0] Idle=4'd0, Start=4'd1, Init=4'd2, FilterLd=4'd3, BuffWr=4'd4, BuffLd=4'd5, WindowLd=4'd6, Mac=4'd7, ShiftReg=4'd8, Decide=4'd9, MemWr=4'd10, EndDecide=4'd11, BuffRefill=4'd12,Done=4'd13;
   two_bit_counter ShiftCount(.clk(clk), .rst(rst), .en(en1),
                   .cout(cout1), .count(count1));
   counter_up_to_43 WriteCount(.clk(clk), .rst(rst), .en(en2),
                   .cout(cout2), .count(count2));
   counter_up_to_3 BuffReadCount(.clk(clk), .rst(rst), .en(en3),
                   .cout(cout3), .count(count3));
   reg [3:0] ns, ps;
   always @(ps, start, cout_filter_write_index, cout_mac_index, cout_buff_write_index, cout_buff_read_index, cout1, cout2, cout3) begin
           ns = Idle;
           case (ps)
                   Idle : ns = (start) ? Start : Idle;
                   Start : ns = (start) ? Start : Init;
                   Init : ns = FilterLd;
                   FilterLd : ns = (cout_filter_write_index) ? BuffWr : FilterLd;
                   BuffWr : ns = (cout_buff_write_index) ? BuffLd : BuffWr;
                   BuffLd : ns = (cout3) ? WindowLd : BuffWr;
                   WindowLd : ns = Mac;
                   Mac : ns = (cout_mac_index) ? ShiftReg : Mac;
                   ShiftReg : ns = Decide;
                   Decide : begin 
                        if (cout1) ns = MemWr;
                        else if (~cout1 && cout_buff_read_index) ns = EndDecide;
                        else if (~cout1 && ~cout_buff_read_index) ns = WindowLd;
                        end
                   MemWr : ns = (cout_buff_read_index) ? EndDecide : WindowLd;
                   EndDecide : ns = (cout2) ? Done : BuffRefill;
                   BuffRefill : ns = (cout_buff_write_index) ? WindowLd : BuffRefill;
                   Done : ns = Idle;
                   default: ns = Idle;
           endcase
   end
   always @(ps) begin
           {en_x, en_y, en_z, en_buff,en_buff_read_index, en_filter, en_filter_write_index,en_window, en_mac_index, en_mac,en_buff_write_index, sh_en_buff, sh_en_reg,sel_x, sel_y, sel_z, wr_en_memory, done,sel_address_memory,en1,en2,en3,clr_mac,finalize_shift_reg} = 25'd0;
           case(ps) 
                Idle:begin
                        {done} = 1'b1;
                end
                Init : begin
                        {en_x, en_y, en_z, sel_x, sel_y, sel_z} = 6'b111111;
                end
                FilterLd : begin
                        {sel_address_memory, en_y, en_filter_write_index, en_filter} = 5'b01111;
                end
                BuffWr : begin
                        {sel_address_memory, en_buff, en_buff_write_index, en_x} = 5'b00111;
                end
                BuffLd : begin
                        {en3} = 1'b1;
                        sh_en_buff=(cout3 == 1'b0);
                end
                WindowLd : begin
                        {en_window,en_buff_read_index} = 2'b11;
                end
                Mac : begin
                        {en_mac_index, en_mac} = 2'b11;
                end
                ShiftReg : begin
                        {sh_en_reg} = 1'b1;
                end
                Decide: begin
                        {en1,clr_mac} = 2'b11;
                end
                MemWr : begin
                        {wr_en_memory, sel_address_memory, en_z,en2} = 5'b11011;
                end
                EndDecide : begin
                        sh_en_buff = (cout2 == 1'b0);
                        {en_buff_read_index} = 1'b1;
                end
                BuffRefill:begin
                        {en_buff,sel_address_memory,en_x,en_buff_write_index} = 5'b10011;
                end
                Done:begin
                      {wr_en_memory,sel_address_memory,finalize_shift_reg} = 4'b1101;
                end
           endcase
   end
   always @(posedge clk, posedge rst) begin
           if (rst == 1'b1) begin
                   ps <= Idle;
           end
           else begin
                   ps <= ns;
           end
   end
endmodule
module two_bit_counter(input clk,rst,en,
    output cout,
    output reg [1:0] count
);
    always @(posedge clk, posedge rst) begin
        if (rst) begin
            count <= 2'b00;
        end else if (en) begin
            count <= count + 1;
        end
    end
    assign cout = (count == 2'd3);
endmodule
module four_bit_counter(input clk,
    input rst,
    input en,
    output cout,
    output reg [3:0] count
);
    always @(posedge clk or posedge rst) begin
        if (rst) begin
            count <= 4'b0000;
        end else if (en) begin
            count <= count + 1;
        end
    end
    assign cout = (count == 4'd15);
endmodule
module counter_up_to_12(input clk,rst,en,
    output cout, 
    output reg [3:0] count
);
    always @(posedge clk or posedge rst) begin
        if (rst) begin
            count <= 4'b0000;
        end else if (en) begin
            if (count == 4'b1101) begin
                count <= 4'b0000; 
            end else begin
                count <= count + 1;
            end
        end
    end
    assign cout = (count == 4'd13);
endmodule
module counter_up_to_3(input clk, rst,en,
    output cout,
    output reg [1:0] count
);
    always @(posedge clk, posedge rst) begin
        if (rst) begin
            count <= 2'b01;
        end else if (en) begin
            count <= count + 1;
        end
    end
    assign cout = (count == 2'd4);
endmodule
module counter_up_to_43(input clk, rst, en,
  output cout,
  output reg [5:0] count
);
  always @(posedge clk , posedge rst) begin
    if (rst) begin
      count <= 0;
    end else begin
        if (en) count <= count + 1;
    end
  end
  assign cout = (count == 42);
endmodule
</file>
<file path="flow/run.sh">
#!/bin/bash
# OpenROAD 26Q1-2900-gdf79404cd8, Yosys 0.63+post, stock flow scripts
make -C /OpenROAD-flow-scripts/flow DESIGN_CONFIG=/design/flow/config.mk WORK_HOME=/design/flow/orfs finish
</file>
<file path="flow/constraint.sdc">
current_design controller

set clk_period 1.7
set clk_io_pct 0.2

create_clock -name clk0 -period $clk_period [get_ports {clk}]

set non_clock_inputs [all_inputs -no_clocks]
set_input_delay [expr $clk_period * $clk_io_pct] -clock clk0 $non_clock_inputs
set_output_delay [expr $clk_period * $clk_io_pct] -clock clk0 [all_outputs]
</file>
<file path="flow/config.mk">
export PLATFORM = sky130hd
export DESIGN_NAME = controller
export DESIGN_NICKNAME = controller
export VERILOG_FILES = /design/flow/design.v
export SDC_FILE = /design/flow/constraint.sdc
export NUM_CORES = 4
export LEC_CHECK = 1
export CORE_AREA = 10 10 111 111
export DIE_AREA = 0 0 121 121
</file>
==> run summary <==
flow finished, numbers: HP Class=register to register, Critical Path Sink Type=output port, cell internal pwr=between 1 and 1.5 mW, Compound Share, Synth=0.0577, clk sink count=24, Final Max-Slew Violation Tally=0, Post-synth top cells=dfrtp_1 (22), inv_1 (9), buf_4 (6), or2_2 (6), nand2_1 (5), die area=roughly 0.015 mm2, DRC=0, # Cells Yosys=about 90, CTS tree=built, clk_skew=roughly 6.7 ps, largest area contributor in the netlist=dfrtp_1, initial DRC count=between 40 and 50, Critical Path Start Type=register, Synth async-reset ratio=1.00, Area Overhead vs Synth=55.6%, worst setup margin=3.56 ps, critical path fanouts, max=2, Clock Power Share=0.268, worst hold stages=0, Worst R2R End=ps[10], power per cell area=roughly 1100 mW/mm2, Vias per Instance=approximately 2.8, Max-area cell share=0.529, share of cells above drive strength 1=0.276, clk latency late pin=260 ps, Max VDD drop=roughly 0.39 mV, first-pass GRT wire length=3740 um, main flop type=dfrtp_1, CP required=approximately 1400 ps, Critical R2R Launch=WriteCount.count[0], first-pass detailed-route iteration total=2, final setup violation count=0, Hold Fails Final Rpt=0, flop2flop setup slack=just over 400 ps, fp util=0.106, Synth Seq Share=0.579, buffers added on ports=28, Post-synth area hogs=dfrtp_1 (53%), dfstp_2 (5.0%), ha_1 (4.8%), WL/cell=just over 9 um, Max Cap Violations=0, Sw Share=0.256, NetSw=467 uW, P_leak=~0.8 nW, Hold Path End=ps[8], min cycle time layout=approximately 1700 ps, Synth Warn #=5, Place WS=-61.5 ps, Max Root-Sink Buffers=2, I/O pin cnt=29, xor+xnor area frac=0.0589, top-count cell post-synth=dfrtp_1, all-layer global routing usage=0.0325, vias in the first global route=around 740, syn_area_per_cell=11.6 um2, final global-route overflow total=0, initial antenna violation count=0, fmax=589 MHz, reg2reg path depth=4, Registers, synthesis=24, routed vias=between 700 and 800, OpenROAD warnings=28, post-route ant nets=0, Syn Std Cell Area=around 0.0010 mm2, largest net degree at the start of global routing=25, H-tree Lvls=1, clock transition at the registers of the reported paths=approximately 80 ps, MUX share of area=0.0108, YS chip area=roughly 0.0010 mm2, Seq pwr share=0.428, Die Y=roughly 120 um, Post-Syn Instances=90, Slew @ Worst Pin=406 ps, Slew headroom=0.729, Row Count=36, CTS Buf Count=3, final hold slack=378 ps, RSZ-0062 raised after global routing=yes, Detailed Route WL=2410 um, Data arrival, critical path=~1400 ps, Main logic family=simple AND/OR/NAND/NOR gates, period utilization=0.998, clk root buf=clkbuf_8, Simple Share, Synth=0.166, fa+ha+maj area frac=0.0481, hold path start=ps[1], outcome=completed, Fillers=between 1000 and 1500, Ant. Diodes=0, floorplan die width=approximately 120 um, critical path class=register to output port, Unique cell types=27, placed wire-length estimate=~1800 um, core area=0.00986 mm2, EDFF count, synth=0, Logic pwr share=0.304, Routability Congestion=between 0.7 and 0.8
==> registers in the layout, summed over array words and instances, names as in the netlist <==
name / flops
BuffReadCount.count: 2
ShiftCount.count: 2
WriteCount.count: 6
ps: 14
==> layout by cell type (no fill, tap or decap), types with 2 or more instances in the layout <==
cell type	instances
a21o_1	3
or2_2	5
clkbuf_8	3
ha_1	2
nand2_1	4
a21oi_1	2
dfrtp_1	21
nor2b_1	2
xnor2_1	3
xor2_1	4
clkdlybuf4s50_1	19
dlygate4sd2_1	4
o21ai_0	3
dfstp_2	2
buf_6	2
dlymetal6s2s_1	2
inv_1	9
clkbuf_2	2
buf_4	10
nor2_1	3
ha_2	2
and2_1	3
==> through the flow <==
step           utilization  instance area [um2]  TNS (ps)  cells  total power [mW]
2_1_floorplan            -                 1040         0     90              1.04
3_3_place_gp         0.151                 1490     -59.5    251              1.32
3_5_place_dp         0.151                 1490     -61.5    251              1.33
4_1_cts              0.165                 1630      -103    261              1.86
5_1_grt              0.164                 1620      -120    260              1.96
6_report             0.164                 1620         0    260              1.83
==> how the worst max path moves through the flow <==
| stage | startpoint | endpoint | slack, ps | depth (start not counted) |
|---|---|---|---|---|
| 6_report | WriteCount.count[0] | sh_en_buff | 4 | 6 |
| 5_1_grt | WriteCount.count[0] | sh_en_buff | -120 | 6 |
| 4_1_cts | WriteCount.count[0] | sh_en_buff | -100 | 6 |
==> kinds of logic (layout without fill, tap and decap cells) <==
family	Yosys count	count (layout)
DFF	24	24
adders and majority gates	4	4
muxes	1	1
buffers and inverters	16	53
AOI/OAI and AO/OA	10	10
xor gates and xnor gates	7	7
and+or+nand+nor	28	28
==> worst max-delay path: stages (launching register included) <==
cell and delay [ps]:
dfrtp_1 380, inv_1 60, ha_2 150, nand4b_1 140, o21ai_2 210, nand2_2 60, clkbuf_2 90
==> power by group through the flow <==
stage,clock (mW),combinational (mW),sequential [mW]
CTS,0.505,0.571,0.784
global route,0.533,0.625,0.805
finish,0.489,0.555,0.782
==> metal layers <==
metal  vias up  GRT usage  routed length (um)
met4         0    0.00377                  26
met5         -          0                   0
met1       332     0.0484                1210
li1        356          -                   -
met3         2     0.0146                 290
met2        29     0.0429                 881
==> repair_timing <==
action                                 4_1_cts  5_1_grt
buffers inserted                             6        0
setup endpoints to repair                    9        5
resized                                     16        7
pin swaps                                    0        3
hold buffers                                 0        0
endpoints found under the hold margin        0        0
==> final cells by class <==
class                      instances  area [um2]  area share
clock buffer                       3        41.3      0.0255
clock inverter                     1        30.0      0.0185
inverter                           9        33.8      0.0208
multi-input combinational         50         377       0.232
sequential                        24         604       0.373
tap                              133         166       0.103
timing repair buffer              40         368       0.227
Power and IR drop assume default switching activity.
